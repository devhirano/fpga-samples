--- config.mk ---
export PLATFORM = sky130hd
export DESIGN_NAME = rom
export DESIGN_NICKNAME = rom
export VERILOG_FILES = /design/flow/design.v
export SDC_FILE = /design/flow/constraint.sdc
export NUM_CORES = 4
export LEC_CHECK = 1
export CORE_AREA = 10 10 70 70
export DIE_AREA = 0 0 80 80
--- constraint.sdc ---
current_design rom

set clk_period 1.2
set clk_io_pct 0.2

create_clock -name clk0 -period $clk_period

set non_clock_inputs [all_inputs -no_clocks]
set_input_delay [expr $clk_period * $clk_io_pct] -clock clk0 $non_clock_inputs
set_output_delay [expr $clk_period * $clk_io_pct] -clock clk0 [all_outputs]
--- design.v ---
module rom(in, out, out_opcode, out_imdata);
input [3:0] in;
output [7:0] out;
output [3:0] out_opcode;
output [3:0] out_imdata;
wire [3:0] in;
wire [7:0] out;
wire [3:0] out_opcode;
wire [3:0] out_imdata;
assign out = func_rom(in);
assign out_opcode = out[7:4];
assign out_imdata = out[3:0];
function [7:0] func_rom;
    input [3:0] in;
    if (in == 4'b0000) begin
        func_rom = 8'b00000001;
    end else if (in == 4'b0001) begin
        func_rom = 8'b10000000;
    end else if (in == 4'b0010) begin
        func_rom = 8'b00000001;
    end else if (in == 4'b0011) begin
        func_rom = 8'b10000000;
    end else if (in == 4'b0100) begin
        func_rom = 8'b00010100;
    end else if (in == 4'b0101) begin
        func_rom = 8'b10010000;
    end else if (in == 4'b0110) begin
        func_rom = 8'b00101000;
    end else if (in == 4'b0111) begin
        func_rom = 8'b10000000;
    end else if (in == 4'b1000) begin
        func_rom = 8'b10010000;
    end else if (in == 4'b1001) begin
        func_rom = 8'b00110000;
    end else if (in == 4'b1010) begin
        func_rom = 8'b10010000;
    end else if (in == 4'b1011) begin
        func_rom = 8'b00000000;
    end else if (in == 4'b1100) begin
        func_rom = 8'b00000000;
    end else if (in == 4'b1101) begin
        func_rom = 8'b00000000;
    end else if (in == 4'b1110) begin
        func_rom = 8'b00000000;
    end else if (in == 4'b1111) begin
        func_rom = 8'b00000000;
    end
endfunction
endmodule
--- run.sh ---
#!/bin/bash
# OpenROAD 26Q1-2900-gdf79404cd8, Yosys 0.63+post, stock flow scripts
make -C /OpenROAD-flow-scripts/flow DESIGN_CONFIG=/design/flow/config.mk WORK_HOME=/design/flow/orfs finish
==> flow_metrics.py <==
# Flow results
metrics = {
    "clocking": {
        "cts_post_setup_buffers_inserted": 0,
        "cts_hold_buf": 0,
    },
    "route": {
        "drtAntennaViolNets": 0,
        "dr_total_vias": 170,
        "wirelength_um": 595,
        "remaining_drc_errors": 0,
        "routed_wire_length_per_instance_um": 7.628,
        "first_iter_violations": 0,
        "drt_first_pass_iters": 1,
        "insertedDiodeCount": 0,
        "route.detailed.vias_per_inst": 2.179,
    },
    "global_routing": {
        "grt_pass1_vias": 167,
        "grt_usage_pct": 1.478,
        "antenna_found_initial": 0,
        "overflow": 0,
        "global_route_wire_length_before_repair_um": 828,
        "largest_net_degree_at_the_start_of_global_routing": 8,
    },
    "floorplanning": {
        "core_util_floorplan_pct": 4.579,
        "placementRows": 21,
        "io-pin-count": 20,
        "chip_area_mm2": 0.006400,
        "core_area_mm2": 0.003416,
        "die-width_um": 80,
        "fp.dieH_um": 80,
    },
    "cells_and_area": {
        "final_layout_size_suffix_gt1_share_pct": 46.88,
        "layout_top_cell": "dlygate4sd2_1",
        "logic_area_um2": 152.6,
        "instances_no_fill": 78,
        "layout_top_cells": "8 x dlygate4sd2_1, 4 x conb_1",
        "layout.area.seq_um2": 0,
        "clock_buffer_count": 0,
        "areaGrowthSynthToFinish_pct": 148.0,
        "flop-count": 0,
        "layout.filler_cells": 401,
    },
    "logic_synthesis": {
        "synth_largest_type_area_fraction_pct": 48.00,
        "ys_cells": 21,
        "warnings_synthesis": 1,
        "synth_cells": 21,
        "synth.cell_area_um2": 156.4,
        "synth-seq-area-share_pct": 0,
        "main_area_contributors_after_synthesis": "buf_4 48%, and4bb_1 8.0%, mux2i_1 6.4%, a31o_1 5.6%, nor4b_1 5.6%",
        "synth-area-yosys_um2": 156.4,
        "yosysUniqueCellTypes": 12,
        "post_synth_top_area_cell": "buf_4",
        "avgSynthCellArea_um2": 7.448,
    },
    "pwr": {
        "total_leakage_power_nw": 0.1783,
        "worst_ir_drop_on_vdd_mv": 0.03659,
        "power_per_cell_area_mw_per_mm2": 257.9,
    },
    "outcome": {
        "status": "finished, final reports clean",
    },
    "worst_setup_path": {
        "worstPathMaxFanout": 6,
        "critPathRequiredTime_ps": 960,
        "crit_path_start": "in[0]",
        "critical_path.endpoint_type": "output port",
        "last_element_of_the_critical_path": "out[5]",
        "arrival_ps": 920,
        "setup.worst_path.start_class": "input port",
        "worstSetupPathType": "input port to output port",
    },
    "final_timing": {
        "worst_case_hold_slack_ps": 828.0,
        "grt_setup_unrepaired": "false",
        "slew_violations": 0,
        "final.period_utilization_pct": 96.94,
        "finalHoldViolations": 0,
        "timing.final.crit_period_ps": 1163,
        "final_tally_of_setup_violations": 0,
        "fmaxAchievable_mhz": 859.6,
    },
    "place": {
        "globalplace.congestion": 0.7516,
        "port_buffers": 16,
        "place_inst": 78,
    },
    "run": {
        "drv_cap": 0,
        "log.warning_count": 33,
    },
    "worst_hold_path": {
        "hold_path.class": "input port to output port",
    },
}
## routing by layer
metal / wire, µm / global-route usage, % / vias to the layer above / part of all wire (%)
met3: 98 / 0.5682 / 0 / 16
met4: 0 / 0 / 0 / 0
li1: - / - / 82 / -
met1: 239 / 1.715 / 74 / 40
met2: 257 / 2.648 / 14 / 43
met5: 0 / 0 / - / 0
## how the worst min path moves through the flow
stage / slack, ps / to / start / cells past startpoint
after CTS: 860 / out[0] / in[0] / 3
after global routing: 860 / out[2] / in[0] / 4
final: 830 / out_opcode[1] / in[2] / 3
## cell type report
type / count / share of cell area [%]
multi-input cells: 14 / 39.35
repair buffers: 18 / 45.81
well taps: 46 / 14.84
## power by group
group | internal (mW) | switching [mW]
logic | 0.0646 | 0.0355
registers | 0 | 0
clock network | 0 | 0
total | 0.0646 | 0.0355
## kinds of logic after synthesis
family,after synthesis,synth area share [%]
buf+inv,10,48.00
simple gates,6,28.00
compound gates,2,9.604
xor+xnor,1,5.601
mux,1,6.400
other cells,1,2.398
## through the flow
stage | cell area (µm²) | setup TNS, ps | utilization (%) | setup slack (ps) | total power [mW]
detailed placement | 325.3 | -8307 | 9.524 | -778.4 | 0.08356
finish | 387.9 | 0 | 11.36 | 36.72 | 0.1000
global route | 387.9 | 0 | 11.36 | 2.390 | 0.1095
CTS | 395.4 | -49.16 | 11.58 | -25.42 | 0.1032
global placement | 325.3 | -8279 | 9.524 | -789.5 | 0.08368
floorplan | 167.7 | 0 | - | 255.7 | 0.03619
## cell usage after synthesis, drive strengths merged
| library cell | count |
|---|---|
| a31o | 1 |
| and3 | 1 |
| and4bb | 1 |
| buf | 10 |
| conb | 1 |
| mux2i | 1 |
| nand2b | 1 |
| nor2 | 1 |
| nor3 | 1 |
| nor4b | 1 |
| o22ai | 1 |
| xnor2 | 1 |
## worst max-delay path, stage by stage
cell	delay, ps
buf_12	120
and4bb_1	200
a31o_1	190
clkdlybuf4s15_1	170
## timing repair
action                                  4_1_cts  5_1_grt
endpoints found under the setup margin       12        4
gates resized                                54        4
pin swaps                                     5        2
cloned                                        0        0
No activity file was given, so power comes from the tool's default toggle rates.
