==> flow/constraint.sdc <==
current_design decoder

set clk_period 1.0
set clk_io_pct 0.2

create_clock -name clk0 -period $clk_period

set non_clock_inputs [all_inputs -no_clocks]
set_input_delay [expr $clk_period * $clk_io_pct] -clock clk0 $non_clock_inputs
set_output_delay [expr $clk_period * $clk_io_pct] -clock clk0 [all_outputs]
==> flow/design.v <==
module decoder(in_op, in_carry, out_s0, out_s1, out_r0, out_r1, out_r2, out_r3);
input [3:0] in_op;
input in_carry;
output out_s0, out_s1;
output out_r0, out_r1, out_r2, out_r3;
wire [5:0] out;
assign out = func_decoder(in_op, in_carry);
assign out_s0 = out[5];
assign out_s1 = out[4];
assign out_r0 = out[3];
assign out_r1 = out[2];
assign out_r2 = out[1];
assign out_r3 = out[0];
function [5:0] func_decoder;
    input [3:0] in_op;
    input in_carry;
    if (in_op == 4'b0000) begin
        func_decoder = 6'b001000;
    end else if (in_op == 4'b0001) begin
        func_decoder = 6'b010100;
    end else if (in_op == 4'b0010) begin
        func_decoder = 6'b111000;
    end else if (in_op == 4'b0011) begin
        func_decoder = 6'b110100;
    end else if (in_op == 4'b0100) begin
        func_decoder = 6'b011000;
    end else if (in_op == 4'b0101) begin
        func_decoder = 6'b000100;
    end else if (in_op == 4'b0110) begin
        func_decoder = 6'b101000;
    end else if (in_op == 4'b0111) begin
        func_decoder = 6'b100100;
    end else if (in_op == 4'b1000) begin
        func_decoder = 6'b000010;
    end else if (in_op == 4'b1001) begin
        func_decoder = 6'b010010;
    end else if (in_op == 4'b1010) begin
        func_decoder = 6'b110010;
    end else if (in_op == 4'b1011) begin
        func_decoder = 6'b000000;
    end else if (in_op == 4'b1100) begin
        func_decoder = 6'b000000;
    end else if (in_op == 4'b1101) begin
        func_decoder = 6'b000000;
    end else if (in_op == 4'b1110) begin
        if (in_carry == 1'b0) begin
            func_decoder = 6'b110001;
        end else begin
            func_decoder = 6'b000000;
        end
    end else if (in_op == 4'b1111) begin
        func_decoder = 6'b110001;
    end
endfunction
endmodule
==> flow/config.mk <==
export PLATFORM = sky130hd
export DESIGN_NAME = decoder
export DESIGN_NICKNAME = decoder
export VERILOG_FILES = /design/flow/design.v
export SDC_FILE = /design/flow/constraint.sdc
export NUM_CORES = 4
export LEC_CHECK = 1
export CORE_AREA = 10 10 70 70
export DIE_AREA = 0 0 80 80
==> flow/run.sh <==
#!/bin/bash
# OpenROAD 26Q1-2900-gdf79404cd8, Yosys 0.63+post, stock flow scripts
make -C /OpenROAD-flow-scripts/flow DESIGN_CONFIG=/design/flow/config.mk WORK_HOME=/design/flow/orfs finish
==> impl_metrics.ini <==
; synthesis and place-and-route metrics
[setup_path]
slowest_delay_ps = 230
critPathMaxFanout = 4
cp-endpoint = out_s1
cp-startpoint = in_op[2]
cp_slowest_cell = a221oi_2
cp-end-kind = output pin
cp.depth = 6
arrival_ps = 880
worst-path-buf-inv = 4
crit_required_ps = 800
critPathKind = input pin to output pin
start_kind = input pin
crit_chain = buf_8, buf_6, inv_2, mux2i_1, a221oi_2, buf_2
path_delay_family = buffers and inverters

[synth]
topCellsByArea = mux2i_1, a221oi_2, inv_1
ys_area_um2 = 109
synth.cell_area_um2 = 109
synth_top_area_share_pct = 18.4
ys_cells = 17
synth_area_leader_cell = mux2i_1
postSynthSeqShare_pct = 0
yosys_warnings = 1
netlist_instances = 17
yosysMostFrequentCell = inv_1
syn_avg_cell_area_um2 = 6.40
netlist_top_cells_count = inv_1, mux2i_1, nand2_1, nor2_1
synth_cell_type_count = 12

[final_layout]
finalInstanceArea_um2 = 314
area_growth_pct = 189
drive_above_1_share_pct = 59.4
fillerInstances = 399
n_clock_buffer = 0
seq_cells = 0
register_area_um2 = 0
logic_area_um2 = 119

[timing]
maxSlewHeadroom_pct = 82.6
fin_crit_ps = 1080
rsz0062_at_grt = yes
finalCritPeriodShare_pct = 108
finalSetupViolations = 1
slew_violations = 0
fmax_mhz = 926
finalWorstSetupSlack_ps = -80.2
hold_viol = 0
worst_hold_slack_ps = 767
worst_pin_slew_ps = 260

[flow_run]
warning_count = 34
maxCapViolCount = 0

[power]
p_leak_nw = 0.139
finalPower_mw = 0.102
power_frac_comb_pct = 100.0
power_frac_seq_pct = 0
p_sw_share_pct = 40.0
power_density_nw_per_um2 = 326
pwr-share-clk_pct = 0
ir_worst_vdd_mv = 0.0472
intPower_mw = 0.0614
netSwitchingPower_mw = 0.0410

[placed_design]
placed_area_um2 = 307
io_buffers = 11
pre_cts_ws_ps = -876
detailed_place_hpwl_um = 428
gp_congestion = 0.732

[floorplanning]
dieHeight_um = 80
core.rowCount = 21
fp.coreArea_um2 = 3420
fp_util_pct = 3.19
die-area_um2 = 6400
die_x_um = 80
io_pins = 11

[global_routing]
grt.overflow.total = 0
antenna_found_initial = 0
gr-usage-all-layers_pct = 1.41
grt_max_degree = 7
grt_first_pass_wirelength_um = 772
grt_pass1_vias = 148

[drt]
viasPerCell = 2.31
wl_per_cell_um = 6.51
firstDrtPassIters = 2
drtIter0Drc = 3
drc = 0
vias = 180
routed_wirelength_um = 508
diodes = 0
postRouteAntennaNets = 0

[outcome]
violations = negative setup slack
outcome = complete, but fails checks

[hold_path]
hold_path.class = input pin to output pin

[cts]
post-cts-setup-buffers = 0
power by group through the flow:
stage                 clock, mW  combinational [mW]  sequential (mW)
after CTS                     0              0.0985                0
after global routing          0               0.114                0
final                         0               0.102                0
tightest hold or removal path: cells and delay by family:
| kind | cells | cell delay, ps |
|---|---|---|
| buf+inv | 3 | 330 |
| simple gates | 1 | 40 |
through the flow:
| step | std cells | util [%] | setup TNS (ps) |
|---|---|---|---|
| after floorplan | 17 | - | 0 |
| after global placement | 78 | 8.97 | -4530 |
| after detailed placement | 78 | 8.97 | -4610 |
| after CTS | 78 | 8.90 | -145 |
| after global routing | 78 | 9.19 | -190 |
| final | 78 | 9.19 | -80.2 |
worst min path at each step:
stage / cells past startpoint / to / from / slack (ps)
4_1_cts: 4 / out_s1 / in_op[0] / 780
5_1_grt: 4 / out_r1 / in_op[3] / 800
6_report: 4 / out_r1 / in_op[3] / 770
logic make-up (layout without fill, tap and decap cells):
family | count (synthesis) | in the layout | synth area share (%)
buffers and inverters | 3 | 18 | 10.3
and+or+nand+nor | 7 | 7 | 31.1
muxes | 2 | 2 | 18.4
AOI/OAI and AO/OA | 5 | 5 | 40.2
timing repair:
| item | CTS | global route |
|---|---|---|
| pin swaps | 4 | 3 |
| endpoints found under the setup margin | 6 | 5 |
| gates resized | 41 | 6 |
| hold buffers | 0 | 0 |
per-layer routing:
metal | part of all wire (%) | vias to the layer above | wire length (um) | GRT usage, %
li1 | - | 90 | - | -
met4 | 0 | 0 | 0 | 0
met5 | 0 | - | 0 | 0
met3 | 13 | 0 | 67 | 0.568
met1 | 48 | 82 | 245 | 1.78
met2 | 39 | 8 | 196 | 2.33
layout make-up:
cell class	count	area share, %
multi-input cells	14	37.8
repair buffers	15	40.2
inverters	3	3.59
well taps	46	18.3
layout by cell type (no fill, tap or decap), types with 2 or more instances in the layout:
cell | Yosys | final
dlygate4sd2_1 | 0 | 2
mux2i_1 | 2 | 2
inv_2 | 0 | 2
nand2_1 | 2 | 2
buf_6 | 0 | 3
buf_4 | 0 | 4
buf_2 | 0 | 3
Power figures rest on the tool's default switching activity, not on a simulated workload.
